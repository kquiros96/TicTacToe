File: design/flow/run.sh
#!/bin/bash
# OpenROAD 26Q1-2900-gdf79404cd8, Yosys 0.63+post, stock flow scripts
make -C /OpenROAD-flow-scripts/flow DESIGN_CONFIG=/design/flow/config.mk WORK_HOME=/design/flow/orfs finish
File: design/flow/config.mk
export PLATFORM = sky130hd
export DESIGN_NAME = fondo
export DESIGN_NICKNAME = fondo
export VERILOG_FILES = /design/flow/design.v
export SDC_FILE = /design/flow/constraint.sdc
export NUM_CORES = 4
export LEC_CHECK = 1
export CORE_AREA = 10 10 70 70
export DIE_AREA = 0 0 80 80
File: design/flow/constraint.sdc
current_design fondo

set clk_period 1.0
set clk_io_pct 0.2

create_clock -name clk0 -period $clk_period

set non_clock_inputs [all_inputs -no_clocks]
set_input_delay [expr $clk_period * $clk_io_pct] -clock clk0 $non_clock_inputs
set_output_delay [expr $clk_period * $clk_io_pct] -clock clk0 [all_outputs]
File: design/flow/design.v
`timescale 1ns / 1ns
`default_nettype none
module fondo (
  input wire [10:0] hc,
  input wire [10:0] vc,
  input wire display_enable,
  output reg [7:0] r,
  output reg [7:0] g,
  output reg [7:0] b
  );
  always @* begin
    if (display_enable == 1'b1) begin
      r = hc[7:0] ^ vc[7:0];
      g = hc[7:0] ^ vc[7:0];
      b = {hc[7], vc[7], 6'b000000};
    end
    else begin
      r = 8'h00;
      g = 8'h00;
      b = 8'h00;
    end
  end
endmodule
`default_nettype wire
==> impl_metrics.toml <==
# generated from flow reports
[routing]
vias = 286
wirelength_um = 1045
ant_nets = 0
drc = 0
diodes = 0
first_iter_violations = 3
avgViaCountPerCell = 2.673
firstDrtPassIters = 4
wl_per_cell_um = 9.766

[pwr]
power.density_nw_per_um2 = 377.5
peakVddDrop_uv = 32.15
clkPwrFrac = 0
seqPwrFrac = 0
cell_internal_pwr_mw = 0.1233
comb_power_share = 1.000
swShare = 0.3040
switchingPower_mw = 0.05384
p_leak_nw = 0.2694

[final_timing]
maxSlewViolCount = 0
post-route-period-util = 0.9346
timing.hold.ws_ns = 0.7151
fmaxAchievable_mhz = 1070
fin_ws_ns = 0.06544
final.min_clock_period_ns = 0.9346
rsz0062_at_grt = "no"
setup_viol = 0
tns_ns = 0
finalHoldViolCount = 0

[floorplanning]
die_y_um = 80
die_w_um = 80
core_um2 = 3416
chip_area_um2 = 6400
initial_core_util = 0.07106
pin_count = 47
rows = 21

[yosys]
top_cell_area_share = 0.4330
yosys.area.top_type = "buf_4"
ys_warn_count = 1
ys_cells = 33
ys_area_um2 = 242.7
synth_seq_share = 0
yosys-top-cells-count = "14 x buf_4, 9 x and2_1, 8 x xor2_1"
top_cell = "buf_4"
area_leaders = "buf_4 43%, xor2_1 29%, and2_1 23%, and2_2 3.1%, conb_1 1.5%"
synthesis.area_um2 = 242.7
postSynthAreaPerCell_um2 = 7.356
postSynthCellCount = 33
synth.distinct_cells = 5

[cells_and_area]
clock_buffers = 0
layout-drive-gt1-share = 0.6885
seqCellArea_um2 = 0
finalCoreUtilization = 0.1374
syn2layout_area_growth_pct = 93.30
ff_count = 0
mi_logic_area_um2 = 176.4
num-fill-cells = 412

[global_route]
antenna_found_initial = 0
grt_pass1_vias = 310
grt_max_degree = 7
grt-ovfl-total = 0
grt_usage = 0.02678
grt_first_pass_wirelength_um = 1428

[setup_path]
crit_start = "hc[7]"
arrival_ns = 0.73
cp_cell_sequence = "buf_6, xor2_1, and2_4, clkdlybuf4s15_1"
critical_path_class = "in -> out"
required_ns = 0.80
cp-end-kind = "output port"
crit_path_max_fanout = 2
worst_setup_path_start_kind = "primary input"
critPathTopFamily = "buffers and inverters"
cp_slowest_stage_delay_ns = 0.16
crit_slowest_cell = "clkdlybuf4s15_1"
worstPathBufferInverterCount = 2

[min_path]
min_path_type = "in -> out"
holdPathStages = 3
worst_hold_startpoint = "display_enable"
hold_end = "g[2]"

[job]
tool_warnings = 39
max-cap-violations = 0

[place]
gp_congestion = 0.7563
port_buffers = 35
hpwl_um = 913.1
place_ws_ns = -0.6908

[clock_tree]
postCtsHoldBufs = 0

[run_status]
status = "finished, final reports clean"
==> cell type report <==
cell class         count  area share
repair buffers        37      0.5013
multi-input cells     24      0.3760
well taps             46      0.1227
==> kinds of logic after synthesis <==
| family | after synthesis | synth area share |
|---|---|---|
| and+or+nand+nor | 10 | 0.2629 |
| xor gates and xnor gates | 8 | 0.2887 |
| buffers and inverters | 14 | 0.4330 |
| other | 1 | 0.01545 |
==> worst max-delay path by stage <==
stage     endpoint  slack, ns  cells past startpoint
5_1_grt       g[7]       0.02                      4
6_report      g[7]       0.07                      4
4_1_cts       g[4]      -0.03                      4
==> power by group through the flow <==
stage,Combinational (mW),Sequential [mW],Clock [mW]
finish,0.177,0,0
CTS,0.194,0,0
global route,0.198,0,0
==> cells in the final DEF, fill, tap and decap left out <==
cell	n
dlygate4sd2_1	1
clkbuf_2	7
and2_1	1
and2_2	1
conb_1	6
buf_6	5
xor2_1	8
clkdlybuf4s15_1	3
and2_4	8
buf_2	21
==> per-stage QoR <==
stage          instances  cell area [um2]  power, mW
6_report             107            469.2     0.1771
5_1_grt              107            469.2     0.1984
4_1_cts              108            520.5     0.1936
3_5_place_dp         106            571.8     0.2272
3_3_place_gp         106            571.8     0.2265
2_1_floorplan         38            261.5    0.08140
==> timing repair <==
item	CTS	global route
buffers inserted	2	0
setup endpoints to repair	18	13
pin swaps	16	9
gates resized	107	11
==> per-layer routing <==
layer | global-route usage | part of all wire | wire length, um | vias to the layer above
li1 | - | - | - | 134
met1 | 0.03362 | 0.43 | 453 | 123
met2 | 0.04334 | 0.40 | 420 | 29
met3 | 0.01250 | 0.16 | 170 | 0
met4 | 0 | 0 | 0 | 0
met5 | 0 | 0 | 0 | -
Power is estimated from default activity; no workload was simulated.
