File: design/flow/config.mk
export PLATFORM = sky130hd
export DESIGN_NAME = TOP
export DESIGN_NICKNAME = TOP
export VERILOG_FILES = /design/flow/design.v
export SDC_FILE = /design/flow/constraint.sdc
export NUM_CORES = 4
export LEC_CHECK = 1
export CORE_AREA = 10 10 99 99
export DIE_AREA = 0 0 109 109
File: design/flow/constraint.sdc
current_design TOP

set clk_period 1.2
set clk_io_pct 0.2

create_clock -name clk0 -period $clk_period [get_ports {CLK50}]

set non_clock_inputs [all_inputs -no_clocks]
set_input_delay [expr $clk_period * $clk_io_pct] -clock clk0 $non_clock_inputs
set_output_delay [expr $clk_period * $clk_io_pct] -clock clk0 [all_outputs]
File: design/flow/design.v
module CLKDivider(clock_in, clock_out);
input logic clock_in;  
output logic clock_out = 0;  
always @(posedge clock_in)
	clock_out <= !clock_out;
endmodule
module TOP(CLK50, RST_BTN, hsync, vsync, VGA_R, VGA_G, VGA_B);
	input logic CLK50; 					 
	input logic RST_BTN;          
	output logic hsync;        
	output logic vsync;        
	output logic [7:0] VGA_R;     
	output logic [7:0] VGA_G;     
	output logic [7:0] VGA_B;      
	logic [9:0] x;   
	logic [8:0] y;   
	logic video_on;
	logic CLK25;
	CLKDivider divider(CLK50, CLK25); 
	VGA640x480 display(CLK25, RST_BTN, hsync, vsync, video_on, x, y);
endmodule
module VGA640x480(clk, rst, HSYNC, VSYNC, inDisplayArea, CounterX, CounterY);
	input logic clk;
	input logic rst;
	output logic HSYNC;
	output logic VSYNC;
	output logic inDisplayArea;
	output logic [9:0] CounterX;
	output logic [8:0] CounterY;
	logic CounterXmaxed; 
	logic CounterYmaxed;
	always @(posedge clk)
		if (rst)
			CounterX = 0;
		else
			begin
				if (CounterXmaxed)
					CounterX <= 0;
				else
					CounterX <= CounterX + 1;
			end
	always @(posedge clk)
		begin
			if(rst) 				
				CounterY = 0;
			else
			begin
				if (CounterXmaxed)
					begin
						if(CounterYmaxed)
							CounterY <= 0;
						else
							CounterY <= CounterY + 1;
					end
			end
		end
	always @(posedge clk)
		begin
			HSYNC = (CounterX < 96)? 1'b1:1'b0;    
			VSYNC = (CounterY < 2) ? 1'b1:1'b0;    
		end
	always @(posedge clk)
		begin
			inDisplayArea = (CounterX < 640) && (CounterY < 480)? 1'b1:1'b0;
		end
	assign CounterXmaxed = (CounterX == 800);  
	assign CounterYmaxed = (CounterY == 525);  
endmodule
File: design/flow/run.sh
#!/bin/bash
# OpenROAD 26Q1-2900-gdf79404cd8, Yosys 0.63+post, stock flow scripts
make -C /OpenROAD-flow-scripts/flow DESIGN_CONFIG=/design/flow/config.mk WORK_HOME=/design/flow/orfs finish
==> results.py <==
# Physical implementation metrics
metrics = {
    "global_routing": {
        "grt.total_usage_pct": 2.93,
        "antenna_found_initial": 0,
        "grt_max_degree": 22,
        "grt_pass1_wl_mm": 3.13,
        "gr-total-overflow": 0,
        "grt_pass1_vias": 743,
    },
    "power": {
        "p_per_area_nw_per_um2": 44.1,
        "cellLeakagePower_nw": 0.444,
        "vdd_drop_max_v": 0.0000440,
    },
    "synth": {
        "avgSynthCellArea_um2": 8.83,
        "yosys.area.top_type_share_pct": 39.0,
        "yosys_warnings": 26,
        "ys_seq_elements": 22,
        "async_reset_ff_share_pct": 0,
        "netlist_instances": 128,
        "edf_count": 0,
        "topCellsByArea": "dfxtp_1 (39%), buf_4 (16%), nor2_1 (6.0%)",
        "ff_type": "dfxtp_1",
        "ys_cells": 128,
        "syn_area_um2": 1130,
        "top_area_cell": "dfxtp_1",
        "synth_seq_share_pct": 39.0,
        "ys_chip_area_um2": 1130,
        "yosysUniqueCellTypes": 28,
    },
    "die": {
        "num_rows": 32,
        "pin_count": 28,
        "dieArea_um2": 11900,
        "die_w_um": 109,
        "die_h_um": 109,
        "fp_util_pct": 14.6,
        "core_area_um2": 7730,
    },
    "critical_path": {
        "start_kind": "flip-flop",
        "cp_slowest_cell": "dfxtp_1",
        "critPathCaptureType": "flip-flop",
        "critPathMaxFanout": 2,
        "crit_path_max_incr_delay_ps": 300,
        "required_ps": 1090,
        "critical_path.cell_chain": "inv_1",
        "worst-path-buf-inv": 1,
        "worst-setup-path-type": "reg2reg",
        "crit_family": "flip-flops",
        "cp.arrival_ps": 340,
    },
    "drt": {
        "vias": 711,
        "postRouteAntennaNets": 0,
        "drt-vias-per-instance": 3.08,
        "drc": 0,
        "antenna_cells": 0,
        "drtIter0Drc": 6,
        "drt-pass1-iter-count": 2,
        "totalWireLength_mm": 1.71,
        "routedWlPerCell_um": 7.41,
    },
    "final_timing": {
        "rsz0062_at_grt": "no",
        "slew_viol_final": 0,
        "fin_crit_ps": 451,
        "setup_violations": 0,
        "fin_skew_ps": 0,
        "untimed_endpoints": 23,
        "unclocked_regs": 21,
        "hold_viol": 0,
        "fmax_mhz": 2220,
        "fin_crit_sh_pct": 37.5,
        "fin_setup_tns_ps": 0,
    },
    "min_path": {
        "min_path_type": "reg2reg",
    },
    "cells_and_area": {
        "instances_no_fill": 231,
        "synthToLayoutAreaGrowth_pct": 5.65,
        "final_cell_mix": "conb_1 (24), dfxtp_1 (22), nor2_1 (18)",
        "layout_top_cell": "conb_1",
        "drive_gt1_share_pct": 4.65,
        "fin_util_pct": 15.4,
    },
    "run": {
        "tool_warnings": 29,
        "drv_cap": 0,
    },
    "outcome": {
        "status": "complete, no violations",
    },
    "placed_design": {
        "dp.cells": 231,
        "hpwl_mm": 1.40,
        "port_buffers": 3,
        "gp_congestion": 0.798,
    },
    "clock_tree": {
        "holdBufCountCts": 0,
        "post_cts_resized": 0,
        "post_cts_buffers": 0,
        "clkLatencyLatePin_ps": 0,
        "path_clk_slew_ps": 0,
    },
}
==> synthesized netlist by cell type (all sizes together), types with 4 or more instances <==
cell and instances:
a21oi 4, buf 24, dfxtp 22, inv 4
nand2 8, nand3 5, nor2 18, xnor2 6
xor2 6
==> final timing paths <==
check	startpoint	to	slack, ps	cells after the start
worst max register to register	divider.clock_out	divider.clock_out	750	1
worst max-delay path	divider.clock_out	divider.clock_out	750	1
worst min-delay path	divider.clock_out	divider.clock_out	360	1
worst min register to register	divider.clock_out	divider.clock_out	360	1
==> flip-flops by register name (all words and copies together) (netlist names) <==
signal / cells
display.VSYNC: 1
display.CounterY: 9
display.CounterX: 10
divider.clock_out: 1
display.HSYNC: 1
==> metrics by stage <==
stage	total power (W)	setup WS (ps)	area [um2]	hold slack, ps
final	0.0000527	749	1190	362
after global routing	0.0000594	690	1190	410
after CTS	0.0000562	747	1190	364
after detailed placement	0.0000560	747	1190	364
after global placement	0.0000570	746	1190	364
after floorplan	0.0000995	472	1220	518
==> routing by layer <==
layer	part of all wire, %	wire [um]	vias to the layer above	track usage, %
li1	-	-	381	-
met1	51	881	314	4.39
met2	44	752	16	4.67
met3	4.4	76	0	0.358
met4	0	0	0	0
met5	0	0	-	0
==> layout make-up <==
cell class / instances / area (um2)
flip-flops and latches: 22 / 440
multi-input cells: 99 / 573
fillers: 862 / 6530
repair buffers: 4 / 37.5
inverters: 4 / 15.0
well taps: 102 / 128
==> where the power goes <==
group	internal [W]	switching [W]	total (W)
clock network	0	0	0
registers	0.0000342	0	0.0000342
logic	0.00000417	0.0000143	0.0000185
==> cells by family after synthesis <==
| logic type | share of synthesized area (%) |
|---|---|
| AND-OR/OR-AND | 4.54 |
| other | 0.332 |
| buffers and inverters | 17.9 |
| flip-flops | 39.0 |
| adder cells (fa/ha/maj) | 3.32 |
| XOR/XNOR | 9.30 |
| multiplexers | 0.886 |
| AND/OR/NAND/NOR | 24.7 |
Power figures rest on the tool's default switching activity, not on a simulated workload.
