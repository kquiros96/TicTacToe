===== /design/flow/design.v =====
module CLKDivider(clock_in, clock_out);
input logic clock_in;  
output logic clock_out = 0;  
always @(posedge clock_in)
	clock_out <= !clock_out;
endmodule
module VGA640x480(clk, rst, HSYNC, VSYNC, inDisplayArea, CounterX, CounterY);
	input logic clk;
	input logic rst;
	output logic HSYNC;
	output logic VSYNC;
	output logic inDisplayArea;
	output logic [9:0] CounterX;
	output logic [8:0] CounterY;
	logic CounterXmaxed; 
	logic CounterYmaxed;
	always @(posedge clk)
		if (rst)
			CounterX = 0;
		else
			begin
				if (CounterXmaxed)
					CounterX <= 0;
				else
					CounterX <= CounterX + 1;
			end
	always @(posedge clk)
		begin
			if(rst) 				
				CounterY = 0;
			else
			begin
				if (CounterXmaxed)
					begin
						if(CounterYmaxed)
							CounterY <= 0;
						else
							CounterY <= CounterY + 1;
					end
			end
		end
	always @(posedge clk)
		begin
			HSYNC = (CounterX < 96)? 1'b1:1'b0;    
			VSYNC = (CounterY < 2) ? 1'b1:1'b0;    
		end
	always @(posedge clk)
		begin
			inDisplayArea = (CounterX < 640) && (CounterY < 480)? 1'b1:1'b0;
		end
	assign CounterXmaxed = (CounterX == 800);  
	assign CounterYmaxed = (CounterY == 525);  
endmodule
module VGAControler(CLK50, RST_BTN, hsync, vsync, VGA_R, VGA_G, VGA_B);
	input logic CLK50; 					 
	input logic RST_BTN;          
	output logic hsync;        
	output logic vsync;        
	output logic [7:0] VGA_R;     
	output logic [7:0] VGA_G;     
	output logic [7:0] VGA_B;      
	logic [9:0] x;   
	logic [8:0] y;   
	logic video_on;
	logic CLK25;
	CLKDivider divider(CLK50, CLK25); 
	VGA640x480 display(CLK25, RST_BTN, hsync, vsync, video_on, x, y);
	assign VGA_R = 8'b1;
	assign VGA_G = 8'b1;
	assign VGA_B = 8'b1;
endmodule

===== /design/flow/run.sh =====
#!/bin/bash
# OpenROAD 26Q1-2900-gdf79404cd8, Yosys 0.63+post, stock flow scripts
make -C /OpenROAD-flow-scripts/flow DESIGN_CONFIG=/design/flow/config.mk WORK_HOME=/design/flow/orfs finish

===== /design/flow/config.mk =====
export PLATFORM = sky130hd
export DESIGN_NAME = VGAControler
export DESIGN_NICKNAME = VGAControler
export VERILOG_FILES = /design/flow/design.v
export SDC_FILE = /design/flow/constraint.sdc
export NUM_CORES = 4
export LEC_CHECK = 1
export CORE_AREA = 10 10 79 79
export DIE_AREA = 0 0 89 89

===== /design/flow/constraint.sdc =====
current_design VGAControler

set clk_period 1.2
set clk_io_pct 0.2

create_clock -name clk0 -period $clk_period [get_ports {CLK50}]

set non_clock_inputs [all_inputs -no_clocks]
set_input_delay [expr $clk_period * $clk_io_pct] -clock clk0 $non_clock_inputs
set_output_delay [expr $clk_period * $clk_io_pct] -clock clk0 [all_outputs]

==> ci_impl_report.md <==
### Flow metrics

| Metric | Value |
|---|---|
| Outcome | completed |
| Floorplan Core Area | 4660 µm² |
| Global-route wire length before repair | 2.95 mm |
| Vias in the first global route | 694 |
| Count of instantiated cells in the yosys netlist | 129 |
| Hold Crit Class | flop to flop |
| Most used cells in the layout excluding fill and tap cells | conb_1, dfxtp_1, nor2_1, nand2_1 |
| Maximum single-stage delay on the critical path | 300 ps |
| Slowest stage cell, crit path | dfxtp_1 |
| Count of endpoints without a timing constraint | 23 |
| Number of cells on the worst reg-to-reg path | 1 |
| R2r setup slk | 750 ps |
| Number of hold violations in the final report | 0 |
| Count of vias placed by the detailed router | 719 |
| Total instance count after detailed placement | 183 |
| Number of setup buffers added after CTS | 0 |
| Average wire per standard cell | 9.22 µm |
| Proportion of layout cells with a drive suffix above 1 | 4.65% |
| Area leader, netlist | dfxtp_1 |
| Starting density of the core | 24.3% |
| Seq share, synth | 38.9% |
| Sum of negative setup slack | 0 ps |
| Placed wire-length estimate after detailed placement | 1.36 mm |
| Crit Path Max Fanout | 2 |
| Warnings, synthesis | 2 |
| Worst flop-to-flop path endpoint | divider.clock_out |
| Width of the die | 89 µm |
| Max Transition Viols Final | 0 |
| Number of antenna-violating nets in the routed design | 0 |
| CTS Hold Bufs | 0 |
| Initial antenna violation count | 0 |
| Detailed-route DRC error count | 0 |
| Area growth from synthesis to layout | 0.000265% |
| Number of unique standard cell types used by synthesis | 28 |
| Shortest period the worst path allows | 450 ps |
| Worst Setup End Kind | flop |
| Number of instances in the synthesized netlist | 129 |
| Number of placed I/O pins | 28 |
| Worst Skew | 0 ps |
| Cell area after synthesis | 1130 µm² |
| Path type of the worst setup path | flop to flop |
| Part of the cycle the worst path needs | 37.5% |
| Largest net degree at the start of global routing | 22 |
| Clock latency of the later-clocked register in the worst-skew pair | 0 ps |
| Worst setup SP type | flop |
| FF-to-FF Start | divider.clock_out |
| Pleak | 0.444 nW |
| Kind of cell adding the most delay to the critical path | flip-flops |
| Startpoint of the lowest-slack hold path | divider.clock_out |
| Mean instance size in the synthesized netlist | 8.79 µm² |
| Cells traversed along the worst timing path | inv_1 |
| Number of detailed-routing iterations run before antenna repair | 4 |
| Dominant cell area share | 38.9% |
| Worst-path clk slew | 0 ps |
| Resize count post-CTS | 0 |
| Area figure in the yosys stat output | 1130 µm² |
| End point of the worst hold path | divider.clock_out |
| Count of unclocked register or latch pins | 21 |
| Unrepaired setup endpoints after global routing | no |
| Total grt overflow | 0 |
| Die boundary height | 89 µm |
| Site row count | 25 |
| Most numerous logic cell after layout | conb_1 |
| Cells taking the most area after synthesis | dfxtp_1, buf_4, nor2_1, xnor2_1, xor2_1 |
| All-layer global routing usage | 4.29% |
| Registers, synthesis | 22 |
| Filler-free cell count of the finished design | 183 |
| Worst-case vdd ir drop | 125 µV |
| Tool Warnings | 29 |
| Reported max-cap violation count | 0 |
| Setup violators final | 0 |
| Critical path data arrival time | 340 ps |
| PD cells | 46.7 nW/µm² |
| Hold depth | 1 |
| Gp weighted congestion | 0.783 |
| Highest clock frequency the design can meet | 2.22 GHz |
| Routed Wire Length | 1.69 mm |
| Vias per cell | 3.93 |
| First-iteration detailed-routing DRC count | 71 |
| Number of inserted diodes | 0 |
| Die Area | 7920 µm² |
| Buffers & Inverters on Critical Path | 1 |
| Port bufs | 3 |
| Critical path data required time | 1090 ps |
[through the flow]
step	worst slack [ps]	total power [mW]	utilization (%)	hold WS, ps	instance area (µm²)
2_1_floorplan	472	0.0995	-	518	1220
3_3_place_gp	748	0.0565	24.3	362	1130
3_5_place_dp	748	0.0558	24.3	363	1130
4_1_cts	748	0.0561	24.3	364	1130
5_1_grt	721	0.0594	24.3	386	1130
6_report	750	0.0529	24.3	362	1130
[how the worst max path moves through the flow]
stage         slack, ps               from  depth (start not counted)                end
global route        720  divider.clock_out                          1  divider.clock_out
finish              750  divider.clock_out                          1  divider.clock_out
CTS                 750  divider.clock_out                          1  divider.clock_out
[per-layer routing]
layer | wire length [µm] | vias up | part of all wire, % | global-route usage, %
li1 | - | 380 | - | -
met1 | 857 | 321 | 51 | 6.26
met2 | 762 | 18 | 45 | 7.05
met3 | 68 | 0 | 4.0 | 0.551
met4 | 0 | 0 | 0 | 0
met5 | 0 | - | 0 | 0
[cells by family after synthesis]
kind of cell | count (synthesis) | synth area share (%)
AOI/OAI and AO/OA | 9 | 4.53
xor gates and xnor gates | 12 | 9.27
adders and majority gates | 3 | 3.31
buffers and inverters | 30 | 17.9
DFF | 22 | 38.9
muxes | 1 | 0.883
other | 2 | 0.662
and+or+nand+nor | 50 | 24.6
[area by class of cell]
type / instances / area (µm²)
Fill cell: 514 / 3530
Multi-Input combinational cell: 99 / 573
Sequential cell: 22 / 440
Tap cell: 54 / 67.6
Timing Repair Buffer: 4 / 37.5
Inverter: 4 / 15.0
[flip-flops by register name (all words and copies together) (netlist names)]
name / flops
display.CounterX: 10
display.VSYNC: 1
display.CounterY: 9
divider.clock_out: 1
display.HSYNC: 1
[cells in the mapped netlist]
library cell and n:
buf_4 24, dfxtp_1 22, nor2_1 18, nand2_1 8
xnor2_1 6, xor2_1 6, a21oi_1 4, inv_1 4
nand3_1 4, and3_1 3, ha_1 3, nand4_1 3
o21ai_0 3, or4_1 3, clkbuf_1 2, conb_1 2
nor3_1 2, or3_1 2, a2111oi_0 1, and2b_2 1
and4bb_2 1, mux2i_1 1, nand3_4 1, nor3b_4 1
nor4_1 1, o31ai_1 1, or2b_1 1, or3_2 1
[power by group]
part / switching [mW] / internal (mW)
combinational: 0.0146 / 0.00417
sequential: 0 / 0.0342
clock: 0 / 0
total: 0.0146 / 0.0384
Power figures rest on the tool's default switching activity, not on a simulated workload.
